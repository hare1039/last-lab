[/design/flow/design.v]
module pc_instruction(
		input clk,
		input hold,
		input reset,
		output [19:0] instruction
	);
reg [4:0]  pc;
reg [19:0] data [31:0];
assign instruction = data [ pc ];
always @( posedge clk )begin
	if ( reset )begin
		pc <= 0;
		data[0]  <= 20'b00001111111101111110;  
		data[1]  <= 20'b00110000000010001111;  
		data[2]  <= 20'b00110000001000011011;  
		data[3]  <= 20'b00100000000000000010;  
		data[4]  <= 20'b00000000000000000000;  
		data[5]  <= 20'b00110000000111111010;  
		data[6]  <= 20'b00000000000000000000;  
		data[7]  <= 20'b00110000001100100111;  
		data[8]  <= 20'b01000000000000000001;  
		data[9]  <= 20'b11100000000000000011;  
		data[10] <= 20'b00000000000000000000;  
		data[11] <= 20'b11000000000000000010;  
		data[12] <= 20'b10000000001000000000;  
		data[13] <= 20'b10100000001000000011;  
		data[14] <= 20'b01010000001100001010;  
		data[15] <= 20'b00000000000000000000;  
		data[16] <= 20'b00000000000000000000;  
		data[17] <= 20'b11100000001100000000;  
		data[18] <= 20'b00000000000000000000;  
		data[19] <= 20'b00000000000000000000;  
		data[20] <= 20'b00000000000000000000;  
		data[21] <= 20'b00000000000000000000;  
		data[22] <= 20'b11100000000000000011;  
		data[23] <= 20'b00000000000000000000;  
		data[24] <= 20'b00000000000000000000;  
	end
	else if ( hold )begin
		pc <= pc;
	end
	else if ( pc != 5'd24 )begin
		pc <= pc + 1;
	end
	else begin
		pc <= pc;
	end
end
endmodule
module data_memory(
		input        reset,
		input        clk,
		input        hold,
		input  [1:0] write_id,
		input  [7:0] new_data,
		output [7:0] reg1,
		output [7:0] reg2,
		output [7:0] reg3,
		output [7:0] reg4
	);
	reg    [7:0]  register[3:0];
	assign reg1 = register[0];
	assign reg2 = register[1];
	assign reg3 = register[2];
	assign reg4 = register[3];
	always @ ( negedge clk ) begin
	    if(reset) begin
			register[0] <= 8'd0;
			register[1] <= 8'd0;
			register[2] <= 8'd0;
            register[3] <= 8'd0;
		end
		else if(hold) begin
			register[write_id] <= register[write_id];
		end
		else
			register[write_id] <= new_data;
	end
endmodule
module decode(org, small_code);
    input [3:0] org;
    output[2:0] small_code;
    assign small_code = org[3:1] ;
endmodule  
module full_adder ( in_a, in_b, in_c, out_s, out_c);
    input  in_a, in_b ,in_c;
    output out_c, out_s;
    wire n1, n2, n3;
    xor (n1   , in_a, in_b);
    xor (out_s,   n1, in_c);
    nand(n2   , in_a, in_b);
    nand(n3   ,   n1, in_c);
    nand(out_c,   n3, n2);
endmodule  
module eight_bit_adder( in_a, in_b, out );
    input  [7:0] in_a, in_b;
    output [8:0] out;
    wire   [7:0] carrier;
    full_adder a0(in_a[0], in_b[0],       1'b0, out[0], carrier[0]);
    full_adder a1(in_a[1], in_b[1], carrier[0], out[1], carrier[1]);
    full_adder a2(in_a[2], in_b[2], carrier[1], out[2], carrier[2]);
    full_adder a3(in_a[3], in_b[3], carrier[2], out[3], carrier[3]);
    full_adder a4(in_a[4], in_b[4], carrier[3], out[4], carrier[4]);
    full_adder a5(in_a[5], in_b[5], carrier[4], out[5], carrier[5]);
    full_adder a6(in_a[6], in_b[6], carrier[5], out[6], carrier[6]);
    full_adder a7(in_a[7], in_b[7], carrier[6], out[7], carrier[7]);
    assign out[8] = (~in_a[7] & ~in_b[7] & carrier[6]) | (in_a[7] & in_b[7] & ~carrier[6]);
endmodule  
module toggle_twos_comp (in, out);
    input  [7:0] in;
    output [7:0] out;
    wire   [6:0] connector;
    assign connector[0] = in[0];
    assign connector[1] = in[1] | connector[0];
    assign connector[2] = in[2] | connector[1];
    assign connector[3] = in[3] | connector[2];
    assign connector[4] = in[4] | connector[3];
    assign connector[5] = in[5] | connector[4];
    assign connector[6] = in[6] | connector[5];
    assign out[0] = in[0];
    assign out[1] = (connector[0]) ? ~in[1] : in[1];
    assign out[2] = (connector[1]) ? ~in[2] : in[2];
    assign out[3] = (connector[2]) ? ~in[3] : in[3];
    assign out[4] = (connector[3]) ? ~in[4] : in[4];
    assign out[5] = (connector[4]) ? ~in[5] : in[5];
    assign out[6] = (connector[5]) ? ~in[6] : in[6];
    assign out[7] = (connector[6]) ? ~in[7] : in[7];
endmodule  
module eight_bit_suber ( in_a, in_b, out );  
    input  [7:0] in_a, in_b;
    output [8:0] out;
    wire   [7:0] in_b_invert;
    wire   [8:0] postout;
    toggle_twos_comp inveter(in_b, in_b_invert);
    eight_bit_adder adder(in_a, in_b_invert, postout);
    assign out[7:0] = postout[7:0];
    assign out[8]   = postout[8] & (in_a[7] ^ in_b[7]);
endmodule  
module eight_bit_and(in_a, in_b, out);
    input  [7:0] in_a, in_b;
    output [8:0] out;
    assign out[0] = in_a[0] & in_b[0];
    assign out[1] = in_a[1] & in_b[1];
    assign out[2] = in_a[2] & in_b[2];
    assign out[3] = in_a[3] & in_b[3];
    assign out[4] = in_a[4] & in_b[4];
    assign out[5] = in_a[5] & in_b[5];
    assign out[6] = in_a[6] & in_b[6];
    assign out[7] = in_a[7] & in_b[7];
    assign out[8] = 1'b0;
endmodule  
module eight_bit_or(in_a, in_b, out);
    input  [7:0] in_a, in_b;
    output [8:0] out;
    assign out[0] = in_a[0] | in_b[0];
    assign out[1] = in_a[1] | in_b[1];
    assign out[2] = in_a[2] | in_b[2];
    assign out[3] = in_a[3] | in_b[3];
    assign out[4] = in_a[4] | in_b[4];
    assign out[5] = in_a[5] | in_b[5];
    assign out[6] = in_a[6] | in_b[6];
    assign out[7] = in_a[7] | in_b[7];
    assign out[8] = 1'b0;
endmodule  
module eight_bit_xor(in_a, in_b, out);
    input  [7:0] in_a, in_b;
    output [8:0] out;
    assign out[0] = in_a[0] ^ in_b[0];
    assign out[1] = in_a[1] ^ in_b[1];
    assign out[2] = in_a[2] ^ in_b[2];
    assign out[3] = in_a[3] ^ in_b[3];
    assign out[4] = in_a[4] ^ in_b[4];
    assign out[5] = in_a[5] ^ in_b[5];
    assign out[6] = in_a[6] ^ in_b[6];
    assign out[7] = in_a[7] ^ in_b[7];
    assign out[8] = 1'b0;
endmodule  
module eight_bit_not(in, out);
    input  [7:0] in;
    output [8:0] out;
    assign out[0] = ~in[0];
    assign out[1] = ~in[1];
    assign out[2] = ~in[2];
    assign out[3] = ~in[3];
    assign out[4] = ~in[4];
    assign out[5] = ~in[5];
    assign out[6] = ~in[6];
    assign out[7] = ~in[7];
    assign out[8] = 1'b0;
endmodule  
module alu (in_a, in_b, s_opcode, out_result);
    input [7:0] in_a, in_b;
    input [2:0] s_opcode;
    output[8:0] out_result;
    wire  [8:0] add_result, sub_result, and_result, or_result, xor_result, not_result;
    eight_bit_adder A_A(in_a, in_b, add_result);
    eight_bit_suber S_S(in_a, in_b, sub_result);
    eight_bit_and   N_N(in_a, in_b, and_result);
    eight_bit_or    O_O(in_a, in_b,  or_result);
    eight_bit_xor   X_X(in_a, in_b, xor_result);
    eight_bit_not   T_T(in_a,       not_result);
    assign out_result = (s_opcode == 3'b000)? {1'b0 ,in_a}:
                        (s_opcode == 3'b001 )? add_result  :
                        (s_opcode == 3'b010 )? sub_result  :
                        (s_opcode == 3'b111 )? and_result  :
                        (s_opcode == 3'b110  )? or_result   :
                        (s_opcode == 3'b101 )? xor_result  :
                        (s_opcode == 3'b100 )? not_result  : 8'bxxxx_xxxx;
endmodule  
module final_project(
        input clk,
        input reset,
        output signed [7:0] reg1,
        output signed [7:0] reg2,
        output signed [7:0] reg3,
        output signed [7:0] reg4
    );
    wire [19:0] instruction;
    wire [ 8:0] calc_out_data;
    wire [ 3:0] op_code;
    wire [ 2:0] de_op_code;
    wire [ 7:0] first_num, second_num;
    wire [ 7:0] operand_A, operand_B;
    wire hold_write = (op_code == 4'b0000)? 1 : 0;
    assign op_code    = instruction[19:16];
    assign first_num  = instruction[15: 8];
    assign second_num = instruction[ 7: 0];
    assign operand_A  = (first_num == 8'd0)? reg1:
                        (first_num == 8'd1)? reg2:
                        (first_num == 8'd2)? reg3:
                        (first_num == 8'd3)? reg4: 8'bxxxx_xxxx;
    assign operand_B  = (op_code == 4'b0000)?
                            8'b00000000:
                        (op_code == 4'b0011 || op_code == 4'b0101)?
                            second_num:
                        (second_num == 8'd0)? reg1:
                        (second_num == 8'd1)? reg2:
                        (second_num == 8'd2)? reg3:
                        (second_num == 8'd3)? reg4: 8'bxxxx_xxxx;
    pc_instruction pc_instruction( .clk(clk), .hold(1'b0), .reset(reset), .instruction(instruction) );
    data_memory    data_memory( reset, clk, hold_write, first_num[1:0], calc_out_data[7:0], reg1, reg2, reg3, reg4 );
    decode         decode(op_code, de_op_code);
    alu            alu(operand_A, operand_B, de_op_code, calc_out_data);
endmodule
[/design/flow/run.sh]
#!/bin/bash
# OpenROAD 26Q1-2900-gdf79404cd8, Yosys 0.63+post, stock flow scripts
make -C /OpenROAD-flow-scripts/flow DESIGN_CONFIG=/design/flow/config.mk WORK_HOME=/design/flow/orfs finish
[/design/flow/config.mk]
export PLATFORM = sky130hd
export DESIGN_NAME = final_project
export DESIGN_NICKNAME = final_project
export VERILOG_FILES = /design/flow/design.v
export SDC_FILE = /design/flow/constraint.sdc
export NUM_CORES = 4
export LEC_CHECK = 1
export CORE_UTILIZATION = 40
[/design/flow/constraint.sdc]
current_design final_project

set clk_period 12.0
set clk_io_pct 0.2

create_clock -name clk0 -period $clk_period [get_ports {clk}]

set non_clock_inputs [all_inputs -no_clocks]
set_input_delay [expr $clk_period * $clk_io_pct] -clock clk0 $non_clock_inputs
set_output_delay [expr $clk_period * $clk_io_pct] -clock clk0 [all_outputs]
==> run notes <==
The run finished with clean final reports. STA lists the endpoint of the worst register-to-register path as data_memory.register[1][6]. The die height is 101 microns. The tools report the wire length of the first global-routing pass as 20.2 mm. The run gives 609 as the number of cells in the design after placement. CTS built an H-tree with a depth of 2. Yosys reports that the leading cell type by area covers 24.7% of the netlist area. At the pin with the least slew margin, the transition time is 0.704 ns.

The number of distinct standard cells referenced by the synthesized netlist came out at 73. The data arrival time of the worst path is 5.93 ns, and the number of optimization iterations in the first detailed-route pass is 5. The synthesis log from Yosys contains 143 warnings. The final-report max-slew violation count was 0. The total of hold buffers inserted after clock tree synthesis was 0. After detailed routing, the number of vias per cell comes to 5.66. The tools report the worst flop-to-flop path startpoint as pc_instruction.pc[1]. The synthesized netlist occupies a cell area of 0.00389 sq mm. The layout report lists the multi-input gate area as 0.00259 sq mm.

The OpenROAD report gives the critical path a required time of 6.20 ns. For this design the ratio of total power to cell area is 168 mW/mm^2. Adding up every negative setup slack in the final design gives 0 ns. Averaged over all synthesized cells, the footprint is 8.94 sq um. Across all register-to-register paths, the minimum setup slack is 0.27 ns. The launch point of the critical path was pc_instruction.pc[1]. The final hold violation count recorded for this run is 0. The run gives 0.0750 ns as the worst-case clock skew. Counting stages on the worst path, the most repeated cell is sky130_fd_sc_hd__fa_1. For this configuration, the core starts out at a cell density of 41.7%. The flow reports that combinational logic draws 55.2% of the design power. Per the detail_route report, DRC violations left total 0.

The largest single stage delay on the critical path is 0.41 ns. Highest-delay cell along the critical path: sky130_fd_sc_hd__fa_1. According to the I/O placement log, the pin count is 34. Entering global routing, the biggest net connects 21 pins.

The tools report the start point of the worst min-delay path as pc_instruction.pc[1]. Net switching is 43.4% of the power. Listed in order, past its start point the critical path passes inv_1 -> ha_1 -> buf_4 -> nor2b_2 -> a211oi_4 -> buf_4 -> buf_4 -> o41ai_1 -> a21oi_1 -> and2_1 -> ha_1 -> fa_1 -> fa_1 -> fa_1 -> fa_1 -> fa_1 -> inv_1 -> fa_1 -> o22ai_1 -> o21ba_2 -> nor3_1. Yosys reported a register bit count of 37. For reference, the top cells by count after synthesis are sky130_fd_sc_hd__nor2_1, sky130_fd_sc_hd__nand2_1, sky130_fd_sc_hd__edfxtp_1.

The worst setup path endpoint was data_memory.register[1][6]. Per STA, the worst path accumulates the most delay in the family adder cells. The report shows a maximum critical-path fanout of 10. In the Yosys report, the sequential cells make up 27.3% of the chip area. In the global route stage, overall resource usage came out at 27.9%. The signed area change from the synthesized netlist to the final layout was 24.0%.

The detail route stage leaves a number of antenna-violating nets equal to 0. For the chip area from the yosys synthesis statistics, the log shows 0.00389 sq mm. Clock tree synthesis inserted a total of 5 buffers. The min-delay analysis places its worst path in the category reg -> reg.

In the setup report, the worst path falls into the class reg -> reg. The total overflow left after global routing is 0. The top cell type by total area after synthesis was sky130_fd_sc_hd__edfxtp_1. The final hold slack came out at 0.540 ns. After floorplanning, the core was divided into 35 placement rows. The wire length per cell was 19.8 microns; the insertion delay of the later-clocked pin in the worst-skew pair was 0.38 ns.

Per the Yosys statistics, synthesis produced 435 cells. The final report lists a non-filler cell total of 652. Counting buffers and inverters, the worst setup path is 21 cells deep. Sorting the synthesized cells by area gives the leading types as sky130_fd_sc_hd__edfxtp_1, sky130_fd_sc_hd__ha_1, sky130_fd_sc_hd__fa_1.

The sum of routed wire length over all layers is 12.9 mm. The logs give 0 for the initial antenna violation count and 2 for the maximum count of clock buffers along a single path. Counting every sink on the clock net gives 37. Number of maximum-capacitance constraint violations: 0. The slew check shows that the tightest pin keeps a relative margin of 52.8%.

Per the placement log, port buffering inserted 33 buffers. The post-synthesis cell count is 435. Count of routing violations after the opening detailed-route iteration: 263. From left edge to right edge, the die measures 101 microns. The script extracted a total leakage power of 2.08 nW. The repair_antennas step left the layout with diodes totalling 0.

Counting cells, the worst reg-to-reg path comes to 21. For the maximum ir drop on the vdd rail, the log shows 88.6 uV. The clock root buffer master was sky130_fd_sc_hd__clkbuf_8.

The warning total across the stage logs is 68. The synthesis report names the predominant flop master as sky130_fd_sc_hd__edfxtp_1. TritonCTS built the clock tree. Of the total power, the clock network draws 22.6%.

In this run, synthesis inferred 32 flip-flops with an integrated enable. The worst setup path is captured at a flip-flop. For the chip footprint, the log shows 0.0101 sq mm. STA classifies the critical path startpoint as a flip-flop. In this run, flip-flops and latches consume 22.2% of the power. Detailed placement finished with a half-perimeter wire length of 9.75 mm. The most used standard cell by instance count after synthesis is sky130_fd_sc_hd__nor2_1. The internal power of the cells totals 0.459 mW. Per the layout area report, the register area comes to 0.00107 sq mm. The logs give 0 for the number of setup violations in the final report and 3688 for the via count.

Switching power total: 0.353 mW. Clock-pin slew was measured on the worst setup and hold paths at 0.10 ns. The synthesis report gives the async set-or-reset register share as 0%. Per the final layout report, the fraction of cells sized above drive strength 1 comes to 18.5%.

Total power for the finished layout comes to 0.812 mW. The script reports the combined buffer and inverter count of the critical path as 5. The region available for standard cell placement spans 0.00933 sq mm. The final RePlAce weighted congestion is 0.972, and the total of fill cells in the finished design is 872.

The number of global-route vias before repair was 3678.
## worst reg2reg max path: stages, from the launching register on
cell	delay (ns)
sky130_fd_sc_hd__dfxtp_2	0.36
sky130_fd_sc_hd__inv_1	0.08
sky130_fd_sc_hd__ha_1	0.31
sky130_fd_sc_hd__buf_4	0.23
sky130_fd_sc_hd__nor2b_2	0.39
sky130_fd_sc_hd__a211oi_4	0.10
sky130_fd_sc_hd__buf_4	0.19
sky130_fd_sc_hd__buf_4	0.14
sky130_fd_sc_hd__o41ai_1	0.25
sky130_fd_sc_hd__a21oi_1	0.13
sky130_fd_sc_hd__and2_1	0.18
sky130_fd_sc_hd__ha_1	0.20
sky130_fd_sc_hd__fa_1	0.40
sky130_fd_sc_hd__fa_1	0.40
sky130_fd_sc_hd__fa_1	0.40
sky130_fd_sc_hd__fa_1	0.41
sky130_fd_sc_hd__fa_1	0.38
sky130_fd_sc_hd__inv_1	0.08
sky130_fd_sc_hd__fa_1	0.41
sky130_fd_sc_hd__o22ai_1	0.24
sky130_fd_sc_hd__o21ba_2	0.22
sky130_fd_sc_hd__nor3_1	0.13
## routing by layer
layer | vias to the layer above | GRT usage [%] | share of wire (%)
met1 | 1741 | 41.8 | 46
met4 | 0 | 7.02 | 2.5
met3 | 28 | 7.48 | 7.8
met5 | - | 0 | 0
met2 | 160 | 41.6 | 44
li1 | 1759 | - | -
## logic make-up after synthesis
kind of cell | after synthesis | share of synthesized area, %
adder cells (fa/ha/maj) | 39 | 14.9
AND/OR/NAND/NOR | 156 | 20.3
flip-flops | 37 | 27.3
buffers and inverters | 54 | 6.88
XOR/XNOR | 8 | 1.80
AND-OR/OR-AND | 119 | 23.0
multiplexers | 22 | 5.85
## power by group through the flow
| stage | Clock [mW] | Sequential, mW | Combinational [mW] |
|---|---|---|---|
| 4_1_cts | 0.191 | 0.179 | 0.440 |
| 5_1_grt | 0.204 | 0.182 | 0.502 |
| 6_report | 0.184 | 0.180 | 0.448 |
## through the flow
stage / util, % / worst slack [ns] / area (sq um)
after CTS: 51.0 / 0.113 / 4760
final: 51.7 / 0.272 / 4820
after detailed placement: 48.3 / 0.105 / 4510
after global routing: 51.7 / -0.0216 / 4820
after global placement: 48.3 / 0.114 / 4510
after floorplan: - / 0.408 / 3890
## area by class of cell
type / count / area share (%)
Multi-Input combinational cell: 344 / 53.8
Sequential cell: 37 / 22.1
Timing Repair Buffer: 74 / 13.2
Clock inverter: 35 / 3.92
Tap cell: 129 / 3.35
Inverter: 28 / 2.18
Clock buffer: 5 / 1.43
## sequential cells by signal (all words and copies together) (netlist names)
register	count
pc_instruction.pc	5
data_memory.register	32
## cells in the final DEF, fill, tap and decap left out, types with 3 or more instances in the layout
| cell | count |
|---|---|
| sky130_fd_sc_hd__a211oi_2 | 3 |
| sky130_fd_sc_hd__clkdlybuf4s50_1 | 33 |
| sky130_fd_sc_hd__nor2b_1 | 4 |
| sky130_fd_sc_hd__fa_1 | 12 |
| sky130_fd_sc_hd__buf_4 | 41 |
| sky130_fd_sc_hd__or2_2 | 7 |
| sky130_fd_sc_hd__nor3_2 | 4 |
| sky130_fd_sc_hd__a21o_1 | 4 |
| sky130_fd_sc_hd__ha_1 | 24 |
| sky130_fd_sc_hd__nand3_1 | 5 |
| sky130_fd_sc_hd__nand2_1 | 33 |
| sky130_fd_sc_hd__o31ai_1 | 3 |
| sky130_fd_sc_hd__o221ai_1 | 5 |
| sky130_fd_sc_hd__nand2b_1 | 12 |
| sky130_fd_sc_hd__a211oi_1 | 8 |
| sky130_fd_sc_hd__mux2_2 | 3 |
| sky130_fd_sc_hd__xnor2_1 | 5 |
| sky130_fd_sc_hd__and2_1 | 3 |
| sky130_fd_sc_hd__or3_1 | 3 |
| sky130_fd_sc_hd__o21a_1 | 4 |
| sky130_fd_sc_hd__xor2_1 | 3 |
| sky130_fd_sc_hd__a21oi_1 | 26 |
| sky130_fd_sc_hd__ha_2 | 3 |
| sky130_fd_sc_hd__o22ai_1 | 3 |
| sky130_fd_sc_hd__mux2i_1 | 18 |
| sky130_fd_sc_hd__clkbuf_8 | 5 |
| sky130_fd_sc_hd__o21ai_1 | 6 |
| sky130_fd_sc_hd__o21ai_0 | 18 |
| sky130_fd_sc_hd__nor2_1 | 51 |
| sky130_fd_sc_hd__nor3_1 | 15 |
| sky130_fd_sc_hd__o211ai_1 | 4 |
| sky130_fd_sc_hd__a221oi_1 | 5 |
| sky130_fd_sc_hd__o31a_1 | 3 |
| sky130_fd_sc_hd__dfxtp_2 | 5 |
| sky130_fd_sc_hd__edfxtp_1 | 32 |
| sky130_fd_sc_hd__inv_1 | 60 |
## how the worst min path moves through the flow
stage / to / slack [ns] / cells past startpoint
after CTS: pc_instruction.pc[1] / 0.57 / 2
after global routing: pc_instruction.pc[1] / 0.58 / 2
final: pc_instruction.pc[1] / 0.54 / 2
## what timing repair did
action / 4_1_cts / 5_1_grt
buffers inserted: 0 / 4
hold endpoints to repair: 0 / 0
setup endpoints to repair: 0 / 9
gates resized: 0 / 13
Power is estimated from default activity; no workload was simulated.
